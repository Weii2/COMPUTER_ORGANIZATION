## flow/design.v

```verilog
module traffic_light (
    input  clk,
    input  rst,
    input  pass,
    output reg R,
    output reg G,
    output reg Y
);
reg [12:0]cycle=13'd0;
reg [2:0]state=3'd0;
always @ (posedge clk)
begin
    if(rst)
    	begin
       	cycle<=13'd0;
       	state<=3'd0;
    	R<=1'b0;
      	G<=1'b1;
       	Y<=1'b0;
    	end
    else if(pass)
	begin
	cycle<=cycle+1'd1;
	    if(state == 3'd0)
	    begin
	        if(cycle == 13'd1023)
		begin
            	state<=3'd1;
		cycle<=13'd0;
		R<=1'b0;
            	G<=1'b0;
            	Y<=1'b0;
		end
	    end
	    else
	    	begin
          	cycle<=13'd0;
          	state<=3'd0;
		R<=1'b0;
          	G<=1'b1;
          	Y<=1'b0;
		end
	end
    else
    	begin
	cycle<=cycle+1'd1;
        case(state)
	    3'd0:
	    begin
            	if(cycle == 13'd1023)
          	begin
                    state<=3'd1;
		    cycle<=13'd0;
	  	    R<=1'b0;
          	    G<=1'b0;
                    Y<=1'b0;
            	end
            end
	    3'd1:
	    begin
	    	if(cycle == 13'd127)
                begin
                    state<=3'd2;
	 	    cycle<=13'd0;
                    R<=1'b0;
                    G<=1'b1;
                    Y<=1'b0;
                end
            end
            3'd2:
	    begin
                if(cycle == 13'd127)
                begin
                    state<=3'd3;
		    cycle<=13'd0;
                    R<=1'b0;
                    G<=1'b0;
                    Y<=1'b0;
                end
            end
            3'd3:
	    begin
                if(cycle == 13'd127)
            	begin
                    state<=3'd4;
		    cycle<=13'd0;
                    R<=1'b0;
            	    G<=1'b1;
                    Y<=1'b0;
                end
            end
            3'd4:
	    begin
                if(cycle == 13'd127)
                begin
                    state<=3'd5;
		    cycle<=13'd0;
	            R<=1'b0;
                    G<=1'b0;
                    Y<=1'b1;
                end
            end
            3'd5:
 	    begin
	        if(cycle == 13'd511)
                begin
                    state<=3'd6;
	 	    cycle<=13'd0;
	            R<=1'b1;
                    G<=1'b0;
                    Y<=1'b0;
              	end
            end
            3'd6:
	    begin
                if(cycle == 13'd1023)
                begin
                    state<=3'd0;
		    cycle<=13'd0;
		    R<=1'b0;
                    G<=1'b1;
                    Y<=1'b0;
                end
            end
        endcase
        end
end
endmodule
```

## flow/run.sh

```bash
#!/bin/bash
# OpenROAD 26Q1-2900-gdf79404cd8, Yosys 0.63+post, stock flow scripts
make -C /OpenROAD-flow-scripts/flow DESIGN_CONFIG=/design/flow/config.mk WORK_HOME=/design/flow/orfs finish
```

## flow/config.mk

```make
export PLATFORM = sky130hd
export DESIGN_NAME = traffic_light
export DESIGN_NICKNAME = traffic_light
export VERILOG_FILES = /design/flow/design.v
export SDC_FILE = /design/flow/constraint.sdc
export NUM_CORES = 4
export LEC_CHECK = 1
export CORE_AREA = 10 10 83 83
export DIE_AREA = 0 0 93 93
```

## flow/constraint.sdc

```tcl
current_design traffic_light

set clk_period 4.4
set clk_io_pct 0.2

create_clock -name clk0 -period $clk_period [get_ports {clk}]

set non_clock_inputs [all_inputs -no_clocks]
set_input_delay [expr $clk_period * $clk_io_pct] -clock clk0 $non_clock_inputs
set_output_delay [expr $clk_period * $clk_io_pct] -clock clk0 [all_outputs]
```

==> results.txt <==
status: finished, final reports clean
n_diodes: 0
Slowest-stage cell, CP: o31ai_4
clock slew at reported path FFs: 0.07 ns
Clock Tree Root: clkbuf_8
Post-synth top flop: dfxtp_1
Hold Path Class: flop to flop
cells along the critical path: ha_1, or4b_1, or3_4, a22o_4, o31ai_4, nor2_1
Setup crit start: cycle[0]
CP Buf/Inv Count: 0
cell count after synthesis: 135
crit path kind: flop to flop
H-tree Lvls: 1
pre-CTS WS: 1.59 ns
yosys warning tally: 1
area reported by Yosys stat: 1120 um^2
GRT overflow: 0
Via density: 4.54
Synth async-reset ratio: 0
Post-synth regs: 19
worst slew pin tran: 0.580 ns
final setup vio count: 0
chip area: 8650 um^2
crit start category: flop
Inserted Clock Buffers: 3
maximum clock path buffer count: 2
row count: 26
RSZ-0062 raised after global routing: no
setup bufs post-CTS: 0
RR Startpoint: cycle[0]
Core ar.: 5140 um^2
Final Max Tran Viols: 0
post-layout minimum cycle time: 2.62 ns
1st-iter DRT viols: 52
Top Layout Cells: nor2_1 (22), dfxtp_1 (19), nand2_1 (9), xor2_1 (9), o21ai_0 (6)
syn_area_per_cell: 8.32 um^2
CTS sink count: 19
1st-pass router iterations: 4
relative slew slack: 0.613
number of global-route vias before repair: 904
Peak Freq: 381 MHz
crit-path max cell delay: 0.51 ns
post-route ant nets: 0
flip-flops with a built-in enable: 0
DRC viols: 0
Hold-fix buffers, CTS: 0
Top cell excl fill/tap: nor2_1
largest net degree at the start of global routing: 19
tool warnings: 25
port bufs: 5
I/O pins: 6
final wirelength: 2410 um
Cell Type Count: 44
mapped cell area: 1120 um^2
static leakage: 0.411 nW
clock skew: 0.00380 ns
period utilization: 0.597
DR vias: 945
Reg2Reg Setup Slack: 1.78 ns
Die Wd: 93 um
area delta synth->final: 13.7%
hold path start: cycle[0]
crit path DRT: 4.53 ns
CTS tree: yes
Worst Path Arrival: 2.76 ns
CTS resizes: 0
CP top delay family: simple AND/OR/NAND/NOR gates
share of layout cells above drive strength 1: 0.0870
wire per inst: 11.6 um
global-route wire length before repair: 4270 um
PwrDens: 244 nW/um^2
GP Congestion: 0.870
FP Util: 0.219
yosys cell count: 135
setup ws final: 1.78 ns
DP Wirelength: 1720 um
Total GRT Usage: 0.0577
initial antenna violation count: 0
VDD IR max: 0.0950 mV
setup TNS: 0 ns
final core utilization: 0.249
max cap viols: 0
Vert. Die Dim: 93 um
Post-synth seq share: 0.339
worst-skew pair later-pin latency: 0.26 ns
CP max FO: 12
Hold Violations, Final: 0
CP Capture Type: flop
==> final timing paths <==
path                            depth (start not counted)  endpoint
worst max-delay path                                    6  cycle[7]
worst min-delay path                                    1  cycle[0]
worst max register to register                          6  cycle[7]
worst min register to register                          1  cycle[0]
==> per-stage QoR <==
stage	instances	cell area, um^2	total power [mW]	hold WS [ns]
after detailed placement	204	1230	0.194	0.455
after global routing	208	1280	0.325	0.505
after floorplan	135	1120	0.190	0.430
after CTS	208	1280	0.316	0.473
final	208	1280	0.312	0.473
after global placement	204	1230	0.194	0.448
==> layer usage <==
layer	wire length, um	global-route usage
met5	0	0
met2	966	0.0847
met4	14	0.00643
met1	1330	0.0853
met3	94	0.0153
==> cells by family after synthesis <==
kind of cell | count (synthesis) | synth area share
simple gates | 64 | 0.307
compound gates | 28 | 0.202
flops | 19 | 0.339
xor+xnor | 13 | 0.101
buf+inv | 10 | 0.0401
fa+ha+maj | 1 | 0.0111
==> report_power, final <==
| part | total (mW) | switching, mW | internal, mW |
|---|---|---|---|
| Combinational | 0.0132 | 0.00781 | 0.00535 |
| Clock | 0.122 | 0.0586 | 0.0629 |
| Sequential | 0.177 | 0.00269 | 0.174 |
| Total | 0.312 | 0.0691 | 0.243 |
==> registers in the layout, summed over array words and instances (netlist names) <==
name,flops
Y,1
state,3
cycle,13
G,1
R,1
==> cell type report <==
class,count,area [um^2]
Sequential cell,19,380
Tap cell,70,87.6
Fill cell,593,3860
Clock inverter,1,5.00
Clock buffer,3,41.3
Inverter,4,15.0
Multi-Input combinational cell,106,698
Timing Repair Buffer,5,50.0
==> synth_stat cells (2+ instances only) <==
cell,instances,area (um^2)
inv_1,4,15.0
a21oi_1,2,10.0
clkbuf_1,4,15.0
and3_1,2,12.5
o211ai_1,3,22.5
a31o_2,2,17.5
nor3_1,5,25.0
or4b_1,3,30.0
xor2_1,9,78.8
nor2_1,22,82.6
nand2b_1,2,12.5
buf_4,2,15.0
nand2_1,9,33.8
nand3_1,4,20.0
nand4_1,5,31.3
o21ai_0,6,30.0
xnor2_1,4,35.0
o31ai_1,2,15.0
dfxtp_1,19,380
nor2b_1,2,12.5
No activity file was given, so power comes from the tool's default toggle rates.
